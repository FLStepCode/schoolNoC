File: flow/config.mk
export PLATFORM = sky130hd
export DESIGN_NAME = XY_mesh_synth
export DESIGN_NICKNAME = XY_mesh_synth
export VERILOG_FILES = /design/flow/design.v
export SDC_FILE = /design/flow/constraint.sdc
export NUM_CORES = 4
export LEC_CHECK = 1
export CORE_UTILIZATION = 30
export SYNTH_HDL_FRONTEND = slang
export SYNTH_MEMORY_MAX_BITS = 65536
File: flow/run.sh
#!/bin/bash
# OpenROAD 26Q1-2900-gdf79404cd8, Yosys 0.63+post, stock flow scripts
make -C /OpenROAD-flow-scripts/flow DESIGN_CONFIG=/design/flow/config.mk WORK_HOME=/design/flow/orfs finish
File: flow/constraint.sdc
current_design XY_mesh_synth

set clk_period 11.7
set clk_io_pct 0.2

create_clock -name clk0 -period $clk_period [get_ports {clk_i}]

set non_clock_inputs [all_inputs -no_clocks]
set_input_delay [expr $clk_period * $clk_io_pct] -clock clk0 $non_clock_inputs
set_output_delay [expr $clk_period * $clk_io_pct] -clock clk0 [all_outputs]
File: flow/design.v
module XY_mesh #(
    parameter DATA_WIDTH  = 32,
    parameter X_DIMENSION = 4,
    parameter Y_DIMENSION = 4,
    parameter FIFO_DEPTH  = 4,
    parameter PARALLEL    = 0
) (
    input  logic                   clk_i,
    input  logic                   arstn_i,
    input  logic [DATA_WIDTH-1:0]  data_i  [Y_DIMENSION][X_DIMENSION],
    input  logic [X_DIMENSION-1:0] valid_i [Y_DIMENSION],
    output logic [X_DIMENSION-1:0] ready_o [Y_DIMENSION],
    output logic [DATA_WIDTH-1:0]  data_o  [Y_DIMENSION][X_DIMENSION],
    output logic [X_DIMENSION-1:0] valid_o [Y_DIMENSION],
    input  logic [X_DIMENSION-1:0] ready_i [Y_DIMENSION]
);
    logic [DATA_WIDTH-1:0] router_data_o  [Y_DIMENSION][X_DIMENSION][5];
    logic [4:0]            router_valid_o [Y_DIMENSION][X_DIMENSION];
    logic [4:0]            router_ready_o [Y_DIMENSION][X_DIMENSION];
    generate
        genvar i, j;
        for (i = 0; i < Y_DIMENSION; i++) begin : generate_rows
            for (j = 0; j < X_DIMENSION; j++) begin : generate_cols
                logic [DATA_WIDTH-1:0] router_data_i  [5];
                logic [4:0]            router_valid_i;
                logic [4:0]            router_ready_i;
                assign router_data_i [0] = data_i [i][j];
                assign router_valid_i[0] = valid_i[i][j];
                assign router_ready_i[0] = ready_i[i][j];
                assign data_o [i][j] = router_data_o [i][j][0];
                assign valid_o[i][j] = router_valid_o[i][j][0];
                assign ready_o[i][j] = router_ready_o[i][j][0];
                assign router_data_i [1] = (i == 0)             ? '0 : router_data_o [i-1][j][3];
                assign router_valid_i[1] = (i == 0)             ? '0 : router_valid_o[i-1][j][3];
                assign router_ready_i[1] = (i == 0)             ? '1 : router_ready_o[i-1][j][3];
                assign router_data_i [2] = (j == X_DIMENSION-1) ? '0 : router_data_o [i][j+1][4];
                assign router_valid_i[2] = (j == X_DIMENSION-1) ? '0 : router_valid_o[i][j+1][4];
                assign router_ready_i[2] = (j == X_DIMENSION-1) ? '1 : router_ready_o[i][j+1][4];
                assign router_data_i [3] = (i == Y_DIMENSION-1) ? '0 : router_data_o [i+1][j][1];
                assign router_valid_i[3] = (i == Y_DIMENSION-1) ? '0 : router_valid_o[i+1][j][1];
                assign router_ready_i[3] = (i == Y_DIMENSION-1) ? '1 : router_ready_o[i+1][j][1];
                assign router_data_i [4] = (j == 0)             ? '0 : router_data_o [i][j-1][2];
                assign router_valid_i[4] = (j == 0)             ? '0 : router_valid_o[i][j-1][2];
                assign router_ready_i[4] = (j == 0)             ? '1 : router_ready_o[i][j-1][2];
                if (PARALLEL) begin : parallel_router
                    router_XY_mesh_parallel #(
                        .DATA_WIDTH  (DATA_WIDTH),
                        .CHANNEL_NUM (5),
                        .FIFO_DEPTH  (FIFO_DEPTH),
                        .X_WIDTH     ($clog2(X_DIMENSION)),
                        .Y_WIDTH     ($clog2(Y_DIMENSION)),
                        .SOURCE_X    (j),
                        .SOURCE_Y    (i)
                    ) u_router_XY_mesh (
                        .clk_i   (clk_i),
                        .arstn_i (arstn_i),
                        .data_i  (router_data_i),
                        .valid_i (router_valid_i),
                        .ready_o (router_ready_o[i][j]),
                        .data_o  (router_data_o[i][j]),
                        .valid_o (router_valid_o[i][j]),
                        .ready_i (router_ready_i)
                    );
                end
                else begin : sequential_router
                    router_XY_mesh #(
                        .DATA_WIDTH  (DATA_WIDTH),
                        .CHANNEL_NUM (5),
                        .FIFO_DEPTH  (FIFO_DEPTH),
                        .X_WIDTH     ($clog2(X_DIMENSION)),
                        .Y_WIDTH     ($clog2(Y_DIMENSION)),
                        .SOURCE_X    (j),
                        .SOURCE_Y    (i)
                    ) u_router_XY_mesh (
                        .clk_i   (clk_i),
                        .arstn_i (arstn_i),
                        .data_i  (router_data_i),
                        .valid_i (router_valid_i),
                        .ready_o (router_ready_o[i][j]),
                        .data_o  (router_data_o[i][j]),
                        .valid_o (router_valid_o[i][j]),
                        .ready_i (router_ready_i)
                    );
                end
            end
        end
    endgenerate
endmodule
module XY_mesh_synth #(
    parameter DATA_WIDTH  = 32,
    parameter X_DIMENSION = 4,
    parameter Y_DIMENSION = 4,
    parameter FIFO_DEPTH  = 4,
    parameter PARALLEL    = 0,
    parameter X_DIM_W     = X_DIMENSION > 1 ? $clog2(X_DIMENSION) : 1,
    parameter Y_DIM_W     = Y_DIMENSION > 1 ? $clog2(Y_DIMENSION) : 1
) (
    input  logic                  clk_i,
    input  logic                  arstn_i,
    input  logic [DATA_WIDTH-1:0] data_i,
    input  logic                  valid_i,
    output logic                  ready_o,
    input  logic [X_DIM_W-1:0]    source_x_i,
    input  logic [Y_DIM_W-1:0]    source_y_i,
    output logic [DATA_WIDTH-1:0] data_o,
    output logic                  valid_o,
    input  logic                  ready_i,
    input  logic [X_DIM_W-1:0]    monitor_x_i,
    input  logic [Y_DIM_W-1:0]    monitor_y_i
);
    logic [DATA_WIDTH-1:0]  noc_data_i  [Y_DIMENSION][X_DIMENSION];
    logic [X_DIMENSION-1:0] noc_valid_i [Y_DIMENSION];
    logic [X_DIMENSION-1:0] noc_ready_o [Y_DIMENSION];
    logic [DATA_WIDTH-1:0]  noc_data_o  [Y_DIMENSION][X_DIMENSION];
    logic [X_DIMENSION-1:0] noc_valid_o [Y_DIMENSION];
    logic [X_DIMENSION-1:0] noc_ready_i [Y_DIMENSION];
    generate
        genvar i, j;
        for (i = 0; i < Y_DIMENSION; i++) begin : fill_rows
            for (j = 0; j < X_DIMENSION; j++) begin : fill_cols
                assign noc_data_i [i][j] = (i == source_y_i && j == source_x_i) ? data_i : '0;
                assign noc_valid_i[i][j] = (i == source_y_i && j == source_x_i) ? valid_i : '0;
                assign noc_ready_i[i][j] = (i == monitor_y_i && j == monitor_x_i) ? ready_i : '1;
            end
        end
    endgenerate
    assign data_o = noc_data_o[monitor_y_i][monitor_x_i];
    assign valid_o = noc_valid_o[monitor_y_i][monitor_x_i];
    assign ready_o = noc_ready_o[source_y_i][source_x_i];
    XY_mesh #(
        .DATA_WIDTH  (DATA_WIDTH ),
        .X_DIMENSION (X_DIMENSION),
        .Y_DIMENSION (Y_DIMENSION),
        .FIFO_DEPTH  (FIFO_DEPTH ),
        .PARALLEL    (PARALLEL   )
    ) dut (
        .clk_i  (clk_i  ),
        .arstn_i(arstn_i),
        .data_i (noc_data_i ),
        .valid_i(noc_valid_i),
        .ready_o(noc_ready_o),
        .data_o (noc_data_o ),
        .valid_o(noc_valid_o),
        .ready_i(noc_ready_i)
    );
endmodule
module demux #(
    parameter DATA_WIDTH = 32,
    parameter OUTPUT_NUM = 2,
    parameter ADDR_WIDTH = $clog2(OUTPUT_NUM)
) (
    input  logic [DATA_WIDTH-1:0] data_i,
    input  logic [ADDR_WIDTH-1:0] sel_i,
    output logic [DATA_WIDTH-1:0] data_o [OUTPUT_NUM]
);
    generate
        genvar i;
        for (i = 0; i < OUTPUT_NUM; i++) begin : assign_outputs
            assign data_o[i] = (sel_i == i) ? data_i : '0;
        end
    endgenerate
endmodule
module mux #(
    parameter DATA_WIDTH = 32,
    parameter INPUT_NUM  = 2,
    parameter ADDR_WIDTH = $clog2(INPUT_NUM)
) (
    input  logic [DATA_WIDTH-1:0] data_i [INPUT_NUM],
    input  logic [ADDR_WIDTH-1:0] sel_i,
    output logic [DATA_WIDTH-1:0] data_o
);
    assign data_o = data_i[sel_i];
endmodule
module stream_arbiter #(
    parameter DATA_WIDTH = 32,
    parameter INPUT_NUM  = 2,
    parameter ADDR_WIDTH = $clog2(INPUT_NUM)
) (
    input  logic                  clk_i,
    input  logic                  arstn_i,
    input  logic [DATA_WIDTH-1:0] data_i [INPUT_NUM],
    input  logic [INPUT_NUM-1:0]  valid_i,
    output logic [INPUT_NUM-1:0]  ready_o,
    output logic [DATA_WIDTH-1:0] data_o,
    output logic                  valid_o,
    input  logic                  ready_i
);
    logic [ADDR_WIDTH-1:0] grant_ff;
    logic [ADDR_WIDTH-1:0] grant_next;
    logic [ADDR_WIDTH-1:0] increment;
    logic [INPUT_NUM*2-1:0] double_valid_i;
    assign double_valid_i = INPUT_NUM'({valid_i, valid_i} >> grant_ff);
    always_ff @(posedge clk_i or negedge arstn_i) begin
        if (!arstn_i) begin
            grant_ff <= 0;
        end
        else begin
            grant_ff <= grant_next;
        end
    end
    always_comb begin
        grant_next = grant_ff;
        increment = 0;
        for (int i = INPUT_NUM-1; i > 0; i--) begin
            if (double_valid_i[i]) begin
                increment = i;
            end
        end
        if (ready_i || !valid_o) begin
            grant_next = (grant_ff + increment) < INPUT_NUM ? (grant_ff + increment) : (grant_ff + increment) - INPUT_NUM;
        end
    end
    mux #(
        .DATA_WIDTH (DATA_WIDTH),
        .INPUT_NUM  (INPUT_NUM)
    ) u_mux_data (
        .data_i (data_i),
        .sel_i  (grant_ff),
        .data_o (data_o)
    );
    assign valid_o = valid_i[grant_ff];
    assign ready_o = (ready_i << grant_ff);
endmodule
module stream_fifo #(
    parameter DATA_WIDTH = 32,
    parameter FIFO_DEPTH = 16,
    parameter ADDR_WIDTH = $clog2(FIFO_DEPTH)
) (
    input  logic                  clk_i,
    input  logic                  arstn_i,
    input  logic [DATA_WIDTH-1:0] data_i,
    input  logic                  valid_i,
    output logic                  ready_o,
    output logic [DATA_WIDTH-1:0] data_o,
    output logic                  valid_o,
    input  logic                  ready_i
);
    logic [DATA_WIDTH-1:0] fifo_mem [FIFO_DEPTH];
    logic [ADDR_WIDTH-1:0] read_ptr, write_ptr;
    logic [ADDR_WIDTH:0] count;
    assign data_o = fifo_mem[read_ptr];
    assign valid_o = (count > 0);
    assign ready_o = !(count == FIFO_DEPTH);
    always_ff @(posedge clk_i or negedge arstn_i) begin
        if (!arstn_i) begin
            read_ptr <= 0;
            write_ptr <= 0;
            count <= 0;
        end
        else begin
            if (valid_i && ready_o) begin
                write_ptr <= (write_ptr == (FIFO_DEPTH - 1)) ? 0 : write_ptr + 1;
            end
            if (valid_o && ready_i) begin
                read_ptr <= (read_ptr == (FIFO_DEPTH - 1)) ? 0 : read_ptr + 1;
            end
            if (valid_i && ready_o && !(valid_o && ready_i)) begin
                count <= count + 1;
            end
            else if (!(valid_i && ready_o) && (valid_o && ready_i)) begin
                count <= count - 1;
            end
        end
    end
    always @(posedge clk_i) begin
        if (valid_i && ready_o) begin
            fifo_mem[write_ptr] <= data_i;
        end
    end
endmodule
module algorithm_XY_mesh #(
    parameter DATA_WIDTH = 32,
    parameter X_WIDTH    = 2,
    parameter Y_WIDTH    = 2,
    parameter SOURCE_X   = 1,
    parameter SOURCE_Y   = 1
) (
    input  logic [DATA_WIDTH-1:0] data_i,
    input  logic                  valid_i,
    output logic                  ready_o,
    output logic [DATA_WIDTH-1:0] data_o [5],
    output logic [4:0]            valid_o,
    input  logic [4:0]            ready_i
);
    logic [X_WIDTH-1:0] dest_x;
    logic [Y_WIDTH-1:0] dest_y;
    logic [2:0]         sel;
    assign {dest_x, dest_y} = data_i[DATA_WIDTH-1:DATA_WIDTH-(X_WIDTH+Y_WIDTH)];
    always_comb begin
        sel = 0;
        if (dest_x > SOURCE_X) begin
            sel = 2;
        end
        else if (dest_x < SOURCE_X) begin
            sel = 4;
        end
        else if (dest_y > SOURCE_Y) begin
            sel = 3;
        end
        else if (dest_y < SOURCE_Y) begin
            sel = 1;
        end
        else begin
            sel = 0;
        end
    end
    demux #(
        .DATA_WIDTH (DATA_WIDTH),
        .OUTPUT_NUM (5)
    ) u_demux (
        .data_i (data_i),
        .sel_i  (sel),
        .data_o (data_o)
    );
    assign valid_o = (valid_i << sel);
    assign ready_o = ready_i[sel];
endmodule
module router_XY_mesh #(
    parameter DATA_WIDTH  = 32,
    parameter CHANNEL_NUM = 5,
    parameter FIFO_DEPTH  = 4,
    parameter X_WIDTH     = 2,
    parameter Y_WIDTH     = 2,
    parameter SOURCE_X    = 1,
    parameter SOURCE_Y    = 1
) (
    input  logic                   clk_i,
    input  logic                   arstn_i,
    input  logic [DATA_WIDTH-1:0]  data_i [CHANNEL_NUM],
    input  logic [CHANNEL_NUM-1:0] valid_i,
    output logic [CHANNEL_NUM-1:0] ready_o,
    output logic [DATA_WIDTH-1:0]  data_o [CHANNEL_NUM],
    output logic [CHANNEL_NUM-1:0] valid_o,
    input  logic [CHANNEL_NUM-1:0] ready_i
);
    logic [DATA_WIDTH-1:0] fifo_data_rd [CHANNEL_NUM];
    logic [CHANNEL_NUM-1:0] fifo_valid_rd, fifo_ready_rd;
    logic [DATA_WIDTH-1:0] arbiter_data_rd;
    logic arbiter_valid_rd, arbiter_ready_rd;
    generate
        genvar i;
        for (i = 0; i < CHANNEL_NUM; i++) begin : generate_queues
            stream_fifo #(
                .DATA_WIDTH (DATA_WIDTH),
                .FIFO_DEPTH (FIFO_DEPTH)
            ) u_stream_fifo (
                .clk_i   (clk_i),
                .arstn_i (arstn_i),
                .data_i  (data_i[i]),
                .valid_i (valid_i[i]),
                .ready_o (ready_o[i]),
                .data_o  (fifo_data_rd[i]),
                .valid_o (fifo_valid_rd[i]),
                .ready_i (fifo_ready_rd[i])
            );
        end
    endgenerate
    stream_arbiter #(
        .DATA_WIDTH (DATA_WIDTH),
        .INPUT_NUM  (CHANNEL_NUM)
    ) u_stream_arbiter (
        .clk_i   (clk_i),
        .arstn_i (arstn_i),
        .data_i  (fifo_data_rd),
        .valid_i (fifo_valid_rd),
        .ready_o (fifo_ready_rd),
        .data_o  (arbiter_data_rd),
        .valid_o (arbiter_valid_rd),
        .ready_i (arbiter_ready_rd)
    );
    algorithm_XY_mesh #(
        .DATA_WIDTH (DATA_WIDTH),
        .X_WIDTH    (X_WIDTH),
        .Y_WIDTH    (Y_WIDTH),
        .SOURCE_X   (SOURCE_X),
        .SOURCE_Y   (SOURCE_Y)
    ) u_algorithm_XY (
        .data_i  (arbiter_data_rd),
        .valid_i (arbiter_valid_rd),
        .ready_o (arbiter_ready_rd),
        .data_o  (data_o),
        .valid_o (valid_o),
        .ready_i (ready_i)
    );
endmodule
==> impl_metrics.yaml <==
# yosys + openroad results
worst_setup_path:
  crit_top_cell: "clkdlybuf4s50_1"
  endpoint_kind: "primary output"
  start_kind: "primary input"
  reg2regPathDepth: 15
  path_max_fanout: 30
  cpPeakStageDelay_ns: 0.98
  cp_slowest_cell: "clkdlybuf4s50_1"
  path_cells: "clkdlybuf4s50_1, nand2b_1, nor2_1, a32o_1, o211ai_1, buf_4, o22ai_1, o31ai_2, nand4_1, clkdlybuf4s50_1"
  critPathKind: "in -> out"
  critPathArrivalTime_ns: 7.28
  regToRegSetupSlack_ns: 5.64
  critPathRequiredTime_ns: 9.36
routing:
  drt-total-wl_um: 1250000
  drt-met1-wl_um: 347000
  dr_total_vias: 196000
  antenna_left: 0
  highest_layer: "met5"
  dr.pass1.iters: 6
  route.met2.wl_um: 543000
  vias_per_cell: 5.08
  wire_per_inst_um: 32.3
  drc: 0
  drtIter0Drc: 13900
  met3_length_um: 274000
timing:
  period_minus_slack_ns: 9.62
  finalCritPeriodShare_pct: 82.2
  fmax_mhz: 104
  maxSlewHeadroom_pct: 8.33
  setup_viol: 0
  hold_viol_final: 0
  fin_skew_ns: 0.0743
  worst_pin_slew_ns: 1.37
  rsz0062_at_grt: "no"
  worst_slack_ns: 2.08
  fin_setup_tns_ns: 0
  drv_slew: 0
placed_design:
  place_area_um2: 389000
  numPortBuffers: 77
  dp_hpwl_um: 863000
  gp_congestion: 0.963
  dp_slack_ns: 2.16
clock_network:
  cts_buffers: 877
  htreeDepth: 6
  root_buffer: "clkbuf_16"
  cts_setup_buffers: 0
  clock_sinks: 8732
  clock_path_buffers: 4
  cts_tree: "built"
  clk_pin_slew_worst_paths_ns: 0.06
  holdBufCountCts: 0
  cts.repair.resized: 0
  worstSkewPairLatency_ns: 1.25
finish:
  drive_gt1_share_pct: 23.7
  post-route-util_pct: 34.9
  logic_area_um2: 96800
  n_fill_cell: 110000
  stdcell_area_um2: 419000
  flop_area_um2: 260000
  synthToLayoutAreaGrowth_pct: 15.9
pwr:
  power.density_nw_per_um2: 325
  power.leakage_nw: 139
  power_mw: 136
  vdd_drop_max_v: 0.000219
synth:
  ys.flops: 8732
  synthTopCellsByCount: "edfxtp_1, mux4_2, nor2_1"
  syn_avg_cell_area_um2: 18.0
  edf_count: 8188
  synth.distinct_cells: 89
  synthCells: 20000
  syn_area_um2: 361000
  async_flop_share_pct: 6.23
  postSynthSeqShare_pct: 71.8
  area_leaders: "edfxtp_1, mux4_2, dfrtp_1"
  yosys_most_used_dff: "edfxtp_1"
  synth_warnings: 0
  top_cell: "edfxtp_1"
  ys_area_um2: 361000
  yosysTopAreaCell: "edfxtp_1"
  ys_cells: 20000
  synth.top_cell.area_share_pct: 68.1
floorplan:
  dieArea_um2: 1210000
  num_io_pins: 78
  fp.dieW_um: 1100
  fp_util_pct: 30.1
  die_h_um: 1100
  rows: 402
  core_um2: 1200000
global_routing:
  grt_pass1_wl_um: 1680000
  grt_overflow: 0
  grt_usage_pct: 21.8
  antenna_found_initial: 274
  grt_max_degree: 80
  grt_pass1_vias: 207000
status:
  outcome: "complete, no violations"
hold_path:
  holdPathStages: 1
  hp-class: "reg -> reg"
job:
  warnings: 237
  drv_cap: 0
[routing by layer]
layer  global-route usage, %  vias up
met2                    30.1    12200
met3                    21.5     2514
met5                    6.94        -
met1                    20.2    98600
li1                        -    82300
met4                    11.1      244
[worst max-delay path by stage]
stage | from | to | slack (ns) | cells after the start
global route | flop | data_o[24] | 2.22 | 14
finish | monitor_y_i[0] | data_o[19] | 2.08 | 10
CTS | monitor_y_i[0] | data_o[9] | 2.16 | 11
[cell families after synthesis]
logic type | share of synthesized area [%]
compound gates | 3.16
fa+ha+maj | 2.11
mux | 15.1
xor+xnor | 0.599
buf+inv | 1.72
other cells | 0.00104
simple gates | 5.52
flops | 71.8
[cell type report]
cell class	instances	share of cell area, %
antenna	539	0.322
clock buffer	1105	5.54
clock inverter	544	1.35
inverter	474	0.425
multi-input combinational	9841	23.1
sequential	8732	62.0
tap	16000	4.77
timing repair buffer	1386	2.51
[power by group]
group | switching (mW) | internal, mW
Clock | 12.2 | 15.9
Sequential | 2.66 | 44.9
Combinational | 42.4 | 18.1
Total | 57.2 | 78.9
[critical path, delay by kind of cell]
family | cells | cell delay, ns
AND-OR/OR-AND | 4 | 1.36
buffers and inverters | 3 | 2.08
AND/OR/NAND/NOR | 3 | 1.47
[cells in the final DEF, fill, tap and decap left out, drive strengths merged, types with 61 or more instances in the layout]
master and n:
a21oi 468, a22oi 111, and2 838, and3 88, buf 1347, bufinv 81
clkbuf 1105, clkinv 411, conb 192, dfrtp 544, diode 539, edfxtp 8188
fa 80, ha 480, inv 494, mux2 268, mux2i 368, mux4 2121
nand2 745, nand2b 98, nand3 64, nor2 1921, nor2b 81, nor3 157
nor3b 61, o21ai 475, o221ai 96, o22ai 277, xnor2 113, xor2 134
[through the flow]
step / std cells / hold WS, ns
3_3_place_gp: 36400 / 0.448
2_1_floorplan: 20200 / 0.433
4_1_cts: 38000 / 0.466
6_report: 38600 / 0.463
5_1_grt: 38400 / 0.484
3_5_place_dp: 36400 / 0.454
No activity file was given, so power comes from the tool's default toggle rates.
